===== flow/constraint.sdc =====
current_design Traffic_Light_Controller

set clk_period 2.5
set clk_io_pct 0.2

create_clock -name clk0 -period $clk_period [get_ports {clk}]

set non_clock_inputs [all_inputs -no_clocks]
set_input_delay [expr $clk_period * $clk_io_pct] -clock clk0 $non_clock_inputs
set_output_delay [expr $clk_period * $clk_io_pct] -clock clk0 [all_outputs]

===== flow/config.mk =====
export PLATFORM = sky130hd
export DESIGN_NAME = Traffic_Light_Controller
export DESIGN_NICKNAME = Traffic_Light_Controller
export VERILOG_FILES = /design/flow/design.v
export SDC_FILE = /design/flow/constraint.sdc
export NUM_CORES = 4
export LEC_CHECK = 1
export CORE_AREA = 10 10 70 70
export DIE_AREA = 0 0 80 80

===== flow/run.sh =====
#!/bin/bash
# OpenROAD 26Q1-2900-gdf79404cd8, Yosys 0.63+post, stock flow scripts
make -C /OpenROAD-flow-scripts/flow DESIGN_CONFIG=/design/flow/config.mk WORK_HOME=/design/flow/orfs finish

===== flow/design.v =====
`timescale 1ns / 1ps
module Traffic_Light_Controller(
    input clk,rst,
    output reg [2:0]light_M1,
    output reg [2:0]light_S,
    output reg [2:0]light_MT,
    output reg [2:0]light_M2,
    output  reg [3:0]count,
    output reg[2:0] ps
    );
    parameter  S1=0, S2=1, S3 =2, S4=3, S5=4,S6=5;
    parameter  sec7=7,sec5=5,sec2=2,sec3=3;
    always@(posedge clk or posedge rst)
        begin
        if(rst==1)
        begin
        ps<=S1;
        count<=0;
        end
        else
            case(ps)
                S1: if(count<sec7)
                        begin
                        ps<=S1;
                        count<=count+1;
                        end
                    else
                        begin
                        ps<=S2;
                        count<=0;
                        end
                S2: if(count<sec2)
                        begin
                        ps<=S2;
                        count<=count+1;
                        end
                    else
                        begin
                        ps<=S3;
                        count<=0;
                        end
                S3: if(count<sec5)
                        begin
                        ps<=S3;
                        count<=count+1;
                        end
                    else
                        begin
                        ps<=S4;
                        count<=0;
                        end
                S4:if(count<sec2)
                        begin
                        ps<=S4;
                        count<=count+1;
                        end
                    else
                        begin
                        ps<=S5;
                        count<=0;
                        end
                S5:if(count<sec3)
                        begin
                        ps<=S5;
                        count<=count+1;
                        end
                    else
                        begin
                        ps<=S6;
                        count<=0;
                        end
                S6:if(count<sec2)
                        begin
                        ps<=S6;
                        count<=count+1;
                        end
                    else
                        begin
                        ps<=S1;
                        count<=0;
                        end
                default: ps<=S1;
                endcase
            end   
            always@(ps)    
            begin
                case(ps)
                    S1:
                    begin
                       light_M1<=3'b001;
                       light_M2<=3'b001;
                       light_MT<=3'b100;
                       light_S<=3'b100;
                    end
                    S2:
                    begin 
                       light_M1<=3'b001;
                       light_M2<=3'b010;
                       light_MT<=3'b100;
                       light_S<=3'b100;
                    end
                    S3:
                    begin
                       light_M1<=3'b001;
                       light_M2<=3'b100;
                       light_MT<=3'b001;
                       light_S<=3'b100;
                    end
                    S4:
                    begin
                       light_M1<=3'b010;
                       light_M2<=3'b100;
                       light_MT<=3'b010;
                       light_S<=3'b100;
                    end
                    S5:
                    begin
                       light_M1<=3'b100;
                       light_M2<=3'b100;
                       light_MT<=3'b100;
                       light_S<=3'b001;
                    end
                    S6:
                    begin 
                       light_M1<=3'b100;
                       light_M2<=3'b100;
                       light_MT<=3'b100;
                       light_S<=3'b010;
                    end
                    default:
                    begin 
                       light_M1<=3'b000;
                       light_M2<=3'b000;
                       light_MT<=3'b000;
                       light_S<=3'b000;
                    end
                    endcase
            end                
endmodule

==> summary.txt <==
Flow results are below.

- CTS built an H-tree with a depth of 1.
- Hold-check failures listed in the final report amount to 0.
- The data arrival time reported for the critical path is 1.82 ns.
- The x dimension of the die is 80 um, for reference.
- The starting DRC count in detailed routing is 31, for reference.
- The cell count after placement is 141, for reference.
- Summing all multi-input logic gate instances after layout gives 412 um^2.
- The final routed wire length divided by cell count is 11.7 um, for reference.
- The global router's overall resource usage is 0.0537, for reference.
- The die is 80 um tall.
- According to the timing report, the data required time at the worst endpoint equals 2.00 ns.
- Summing over every cut layer, the via total after detailed routing is 615.
- Ranked by instance count, the synthesized netlist is headed by a21oi_1 (9), dfrtp_1 (7), ha_1 (7), nand2_1 (7).
- The path type of the worst min-delay path is input port to async pin, for reference.
- The startpoint type of the worst setup path is a register, for reference.
- In the placement report, post-DP HPWL is listed as 1320 um.
- Setup repair after global routing left no endpoint under its margin.
- The synthesized design spends more area on one cell type than any other, namely dfrtp_1.
- The fill cell total of the finished layout is 381, for reference.
- The library cell used as clock root buffer is clkbuf_4, for reference.
- After synthesis, the mean cell area works out to 7.99 um^2.
- The pin closest to its max-slew limit shows a slew of 0.367 ns.
- Measured on the finished design, the core utilization comes to 0.265.
- Buffers inserted during clock tree synthesis total 3.
- The total negative slack for setup checks is 0 ns, for reference.
- The worst vdd rail ir drop is 144 uV, for reference.
- Per the synth stats, the proportion of register bits with asynchronous set or reset is 1.00.
- Before any placement, the netlist area is recorded as 647 um^2.
- The final period utilization is 0.927, for reference.
- After synthesis, the netlist uses 31 different library cells.
- The total area inside the core boundary comes to 3420 um^2.
- The total of hold buffers inserted after clock tree synthesis is 0, for reference.
- Summing over the stages, the warning tally comes to 30.
- The detailed-route vias per instance is 4.24, for reference.
- After floorplanning, the die was sized to cover 6400 um^2.
- In this run the worst path has a maximum fanout of 11.
- The placement stage leaves a total instance area of 876 um^2.
- In the floorplan report the effective utilization is 0.189.
- The met2 layer wire length in the routed design is 715 um, for reference.
- The sequential share of the synthesized area is 0.271, for reference.
- The critical path endpoint category is a primary output, for reference.
- The share of the synthesized area in the top cell type is 0.271, for reference.
- According to the Yosys statistics, the synthesized design has a chip area of 647 um^2.
- The maximum clock frequency is 432 MHz, for reference.
- Excluding fillers, the count of instances in the completed layout stands at 145.
- The power after layout is 0.000221 W, for reference.
- Per the Yosys statistics, synthesis produced 81 cells.
- The amount of wire on met3 after detailed routing is 144 um, for reference.
- TritonCTS built the clock tree.
- The number of pins exceeding their max-slew limit in the final report is 0, for reference.
- Port buffering added 20 buffers.
- The first global-routing pass estimated 2850 um of wire.
- In the routed netlist, the antenna diode instances number 0.
- In the log, the iteration count for the first detailed-route pass is 4.
- The maximum clock path buffer count is 2, for reference.
- The initialized floorplan defines 21 standard-cell rows.
- At the later pin of the worst-skew pair, clock insertion delay measures 0.25 ns.
- Entering global routing, the biggest net connects 14 pins.
- The post-synthesis register bit count is 7, for reference.
- The run finished with clean final reports.
- After layout, the setup clock skew is reported as 0.00361 ns.
- By area the synthesized netlist is led by dfrtp_1 (27%), ha_1 (14%), a21oi_1 (7.0%).
- The final timing report counts setup violations totalling 0.
- Per the GRT congestion report, total overflow comes to 0.
- The register cell area after layout is 175 um^2, for reference.
- 21 I/O pins were placed.
- The count of nets left with antenna violations once routing finished came out at 0.
- The ratio of total power to cell area is 244 nW/um^2, for reference.
- The clock edge transition at the registers on the reported setup and hold paths is 0.05 ns, for reference.
- The fraction of layout cells with a size suffix above 1 is 0.111, for reference.
- The sink count of the clock tree is 7, for reference.
- The leakage power figure is 0.385 nW, for reference.
- The headroom to the max-slew limit is 0.755, for reference.
- The most frequent cell after synthesis is a21oi_1, for reference.
- The synthesized netlist handed to floorplanning was reported with a cell count of 81.
- The placer congestion estimate is 0.909, for reference.
- Once layout is done, the placed cells without fillers occupy 905 um^2.
- The smallest clock period supported by the final layout is computed as 2.32 ns.
- In the final routing, the length of wire on met1 measures 828 um.
- The number of antenna violations at the first check in global routing is 0.
- The routed wire length is 1700 um, for reference.
- In the routed design, unresolved DRC markers number 0.
- The count of yosys warnings during synthesis is 1, for reference.
- In the setup report, the worst path falls into the class register to primary output.
- The area growth from synthesis to layout is 39.8%.
- The via count of the first global-routing pass is 589, for reference.
- Max-cap violations in this run came to 0.
- Looking at the cell usage after synthesis, the top flip-flop cell is dfrtp_1.
- The number of flops mapped to enable cells by yosys is 0, for reference.
- Per the detail_route log, the uppermost layer with routed signals is met4.
[stage by stage]
stage / hold WS, ns / setup WS [ns]
floorplan: 0.303 / 0.808
global placement: 0.573 / 0.421
detailed placement: 0.559 / 0.365
CTS: 0.501 / 0.0916
global route: 0.515 / 0.0308
finish: 0.493 / 0.183
[per-layer routing]
layer  vias to the layer above  global-route usage
met5                         -                   0
met4                         0             0.00352
met3                         2              0.0307
met2                        15              0.0770
met1                       276              0.0713
li1                        322                   -
[cell type report]
| cell class | count | share of cell area |
|---|---|---|
| well taps | 46 | 0.0636 |
| inverters | 5 | 0.0207 |
| repair buffers | 22 | 0.238 |
| flip-flops and latches | 7 | 0.194 |
| clock buffers | 4 | 0.0290 |
| multi-input cells | 61 | 0.455 |
[state kept, by name, indices dropped and copies added (netlist names)]
signal / count
ps: 3
count: 4
[worst paths after layout]
check | start | to | slack [ns] | depth (start not counted)
worst max-delay path | ps[1] | light_M2[1] | 0.18 | 3
worst min-delay path | rst | ps[2] | 0.49 | 2
worst max register to register | count[0] | count[0] | 0.68 | 5
worst min register to register | count[0] | count[0] | 0.57 | 1
max in group asynchronous | rst | ps[1] | 1.78 | 2
min in group clk0 | count[0] | count[0] | 0.57 | 1
[timing repair]
item / CTS / global route
setup endpoints to repair: 0 / 2
resized: 0 / 1
buffers inserted: 0 / 0
[cells by family (layout without fill, tap and decap cells)]
family,Yosys count,in the layout,share of synthesized area
simple gates,35,35,0.302
xor+xnor,1,1,0.0135
mux,1,1,0.0155
compound gates,17,17,0.166
buf+inv,13,31,0.0967
flops,7,7,0.271
fa+ha+maj,7,7,0.135
[worst max-delay path: stages (launching register included)]
cell and delay (ns):
dfrtp_1 0.49, ha_2 0.30, nor4b_1 0.26, clkdlybuf4s50_1 0.52
[power by group]
| group | switching (W) | internal (W) |
|---|---|---|
| Clock | 0.0000428 | 0.0000610 |
| Combinational | 0.00000247 | 0.00000147 |
| Sequential | 0 | 0.000113 |
[layout by cell type (no fill, tap or decap), types with 4 or more instances in the layout]
| cell | instances |
|---|---|
| ha_1 | 6 |
| nand2_1 | 7 |
| clkdlybuf4s50_1 | 20 |
| inv_1 | 4 |
| nor3_1 | 6 |
| dfrtp_1 | 7 |
| nand3_1 | 4 |
| nor2_1 | 6 |
| a21oi_1 | 9 |
Power and IR drop assume default switching activity.
